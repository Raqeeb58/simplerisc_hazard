==> design/flow/design.v <==
module memory_cycle(clk,rst,forward_RW_M,RS1_M,RS2_M,RD_M,ra_M,pc_M,alu_result_M,rd2_M,instruction_M,isRet_M,isSt_M,isWb_M,isImmediate_M,isBeq_M,isBgt_M,isUbranch_M,isLd_M,isCall_M,alusignals_M,pc_RW,alu_result_RW,instruction_RW,ldresult_RW,isRet_RW,isSt_RW,isWb_RW,isImmediate_RW,isBeq_RW,isBgt_RW,isUbranch_RW,isLd_RW,isCall_RW,alusignals_RW,RS1_RW,RS2_RW,RD_RW,ra_RW,memory_data_out);
input clk,rst;
input forward_RW_M;
input [31:0]pc_M,alu_result_M,rd2_M,instruction_M;
input  isRet_M,isSt_M,isWb_M,isImmediate_M,isBeq_M,isBgt_M,isUbranch_M,isLd_M,isCall_M;
input  [4:0]alusignals_M;
input [3:0]RS1_M,RS2_M,RD_M,ra_M;
output  [31:0]pc_RW,alu_result_RW,instruction_RW,ldresult_RW;
output  isRet_RW,isSt_RW,isWb_RW,isImmediate_RW,isBeq_RW,isBgt_RW,isUbranch_RW,isLd_RW,isCall_RW;
output  [4:0]alusignals_RW;
output [3:0]RS1_RW,RS2_RW,RD_RW,ra_RW;
output [31:0]memory_data_out;
wire [31:0]data_out_top;
wire [31:0]data_in_top;
reg  [31:0]pc_m,alu_result_m,instruction_m,ldresult_m;
reg  isRet_m,isSt_m,isWb_m,isImmediate_m,isBeq_m,isBgt_m,isUbranch_m,isLd_m,isCall_m;
reg  [4:0]alusignals_m;
reg  [3:0]RS1_m,RS2_m,RD_m,ra_m;
mux2x1 m60(.x(rd2_M),.z(ldresult_RW),.sel(forward_RW_M),.rst(rst),.y(data_in_top));
memory_unit mu(.clk(clk),.isLd(isLd_M),.isSt(isSt_M),.address(alu_result_M),.data_in(data_in_top),.data_out(data_out_top));
assign memory_data_out = data_out_top; 
always @(posedge clk or posedge rst)
begin
    if(rst)
    begin
    pc_m <=32'b0;
    alu_result_m <= 32'b0;
    ldresult_m <= 32'b0; 
    instruction_m <= 32'b0;
    isRet_m <= 1'b0;
    isSt_m <= 1'b0;
    isWb_m <= 1'b0;
    isImmediate_m <= 1'b0;
    isBeq_m <= 1'b0;
    isBgt_m <= 1'b0;
    isUbranch_m <=1'b0;
    isLd_m <= 1'b0;
    isCall_m <= 1'b0;
    alusignals_m <=5'b0;
    RS1_m <= 4'bx;
    RS2_m <= 4'bx;
    RD_m <= 4'bx;
    ra_m <= 4'bx;
    end
    else
    begin
    pc_m <=pc_M;
    alu_result_m <= alu_result_M ;
    ldresult_m <= data_out_top;
    instruction_m <= instruction_M;
    isRet_m <= isRet_M;
    isSt_m <= isSt_M;
    isWb_m <= isWb_M;
    isImmediate_m <= isImmediate_M;
    isBeq_m <= isBeq_M;
    isBgt_m <=isBgt_M;
    isUbranch_m <= isUbranch_M;
    isLd_m <= isLd_M;
    isCall_m <= isCall_M;
    alusignals_m <= alusignals_M;
    RS1_m <= RS1_M ;
    RS2_m <= RS2_M;
    RD_m <= RD_M;
    ra_m <= ra_M;
    end
end
assign   pc_RW = pc_m;
assign   alu_result_RW = alu_result_m;
assign    ldresult_RW = ldresult_m;
assign    instruction_RW = instruction_m;
assign    isRet_RW = isRet_m;
assign    isSt_RW=isSt_m;
assign    isWb_RW = isWb_m;
assign    isImmediate_RW = isImmediate_m;
assign    isBeq_RW = isBeq_m;
assign   isBgt_RW = isBgt_m;
assign    isUbranch_RW =isUbranch_m;
assign   isLd_RW = isLd_m;
assign    isCall_RW = isCall_m;
assign   alusignals_RW =alusignals_m;
assign RS1_RW = RS1_m;
assign RS2_RW = RS2_m;
assign RD_RW = RD_m;
assign ra_RW = ra_m;
endmodule
module memory_unit(clk,isLd,isSt,address,data_in,data_out);
input clk,isLd,isSt;
input [31:0]address,data_in;
output [31:0]data_out;
reg [31:0] data_registers[0:200];
always @(*)
begin
    if(isSt)
    begin
        data_registers[address] <= data_in;  
    end
end
assign data_out = (isLd)? data_registers[address] : 32'h00000000;   
endmodule
module mux2x1(x,z,sel,rst,y );
input [31:0]x,z;
input sel,rst;
output [31:0]y;
assign y = ( rst )? 0 : 
            (sel == 0)? x : z;  
endmodule
==> design/flow/run.sh <==
#!/bin/bash
# OpenROAD 26Q1-2900-gdf79404cd8, Yosys 0.63+post, stock flow scripts
make -C /OpenROAD-flow-scripts/flow DESIGN_CONFIG=/design/flow/config.mk WORK_HOME=/design/flow/orfs finish
==> design/flow/config.mk <==
export PLATFORM = sky130hd
export DESIGN_NAME = memory_cycle
export DESIGN_NICKNAME = memory_cycle
export VERILOG_FILES = /design/flow/design.v
export SDC_FILE = /design/flow/constraint.sdc
export NUM_CORES = 4
export LEC_CHECK = 1
export CORE_UTILIZATION = 30
==> design/flow/constraint.sdc <==
current_design memory_cycle

set clk_period 10.8
set clk_io_pct 0.2

create_clock -name clk0 -period $clk_period [get_ports {clk}]

set non_clock_inputs [all_inputs -no_clocks]
set_input_delay [expr $clk_period * $clk_io_pct] -clock clk0 $non_clock_inputs
set_output_delay [expr $clk_period * $clk_io_pct] -clock clk0 [all_outputs]
==> Changelog: implementation <==
### Changed

* Status: did not finish
* Failed at: global routing (5_1_grt)
* Log Error: [ERROR GRT-0116] Global routing finished with congestion. Check the congestion regions in the DRC Viewer.
* Count of input and output buffers at approximately 350
* Ys cells at ~13000
* Mapped Area at roughly 140000 sq um
* DIE WIDTH at 690 um
* Yosys stat area at 142000 sq um
* Register pins left without a clock at roughly 6400
* Synth async-reset ratio at 0.0240
* Post-CTS Hold Buffers at 0
* CTS resizes at 0
* Synth cell types at around 75
* Avg Cell Area, Syn at 11.0 sq um
* H-tree levels at 4
* Placement Rows at between 200 and 300
* Cell count after synthesis at approximately 13000
* Gp weighted congestion at about 1.2
* Post-CTS Setup Bufs at 0
* CTS Root Cell: clkbuf_16
* Endpoints left unconstrained at between 6000 and 7000
* Place WS at approximately 0.36 ns
* Post-synth EDFFs at 0
* Ys flop type: dlxtn_1
* Largest net degree at the start of global routing at about 150
* Synth Warn # at 3
* Io pins at 351
* Hpwl dp at ~940000 um
* Yosys reg bits at 6590
* Clk buf depth at 3
* Num CTS Buffers at 25
* Pre-Place Util at 0.301
* Die Span Y at slightly below 700 um
## synthesized netlist by cell type, types with 7 or more instances
| cell | count | area share |
|---|---|---|
| o211ai_1 | 37 | 0.0020 |
| o221ai_1 | 18 | 0.0011 |
| buf_1 | 79 | 0.0021 |
| a32oi_1 | 36 | 0.0022 |
| buf_2 | 355 | 0.013 |
| nand4bb_1 | 8 | 0.00063 |
| nand4b_1 | 8 | 0.00049 |
| a21oi_1 | 89 | 0.0031 |
| a22o_1 | 323 | 0.020 |
| a2111oi_0 | 36 | 0.0022 |
| buf_6 | 12 | 0.00095 |
| o22ai_1 | 258 | 0.011 |
| dlxtn_1 | 6432 | 0.68 |
| nand4_1 | 230 | 0.010 |
| o311a_1 | 7 | 0.00049 |
| nor2_1 | 279 | 0.0074 |
| and4_1 | 25 | 0.0015 |
| o2111ai_1 | 16 | 0.00099 |
| nor2_2 | 13 | 0.00057 |
| a222oi_1 | 200 | 0.014 |
| mux2i_1 | 37 | 0.0026 |
| nand3_1 | 202 | 0.0071 |
| a31oi_1 | 24 | 0.0011 |
| and3_1 | 115 | 0.0051 |
| clkbuf_1 | 367 | 0.0097 |
| o22a_1 | 32 | 0.0020 |
| a22oi_1 | 2284 | 0.12 |
| nand2_1 | 477 | 0.013 |
| a221oi_1 | 181 | 0.011 |
| nor4bb_1 | 12 | 0.00085 |
| o31ai_1 | 19 | 0.0010 |
| or3_1 | 12 | 0.00053 |
| nor3_1 | 75 | 0.0026 |
| o21ai_0 | 42 | 0.0015 |
| buf_4 | 28 | 0.0015 |
| or4_1 | 47 | 0.0025 |
| dfrtp_1 | 158 | 0.028 |
| nor4_1 | 209 | 0.0092 |
## metrics by stage
step                      cells  total power, mW  utilization  instance area (sq um)  hold WS (ns)
after CTS                 19900             6.81        0.348                 164000          1.72
after detailed placement  19900             5.87        0.346                 163000          2.38
after global placement    19900             5.85        0.346                 163000          2.37
after floorplan           12900             5.06            -                 142000          2.19
## logic make-up after synthesis
family	count (synthesis)	synth area share
latches	6432	0.681
AOI/OAI and AO/OA	3631	0.197
and+or+nand+nor	1765	0.0651
buffers and inverters	844	0.0268
DFF	158	0.0279
muxes	37	0.00261
xor gates and xnor gates	1	0.0000617
Power figures rest on the tool's default switching activity, not on a simulated workload.
