**design.v**
```verilog
module ALU(a,b,alusignals,result,flags );
input [31:0]a,b;
input [4:0]alusignals;
output reg [31:0]result;
output reg [1:0]flags; 
always @(*)
begin
    case(alusignals)
    5'b00000 , 5'b01111,5'b01110: begin flags <= 2'b0; result = a+b; end   
    5'b00001: begin flags <= 2'b0; result = a-b; end  
    5'b00010: begin flags <= 2'b0; result = a * b; end  
    5'b00011: begin flags <= 2'b0; result = a/b; end  
    5'b00100: begin flags <= 2'b0; result = a % b; end  
    5'b00101: begin if(a==b)flags <= 2'b01; else if(a>b) flags <= 2'b10; result = 32'b0; end
    5'b00110 : begin flags <= 2'b0; result = a & b ; end  
    5'b00111 : begin flags <= 2'b0; result =  a| b ; end   
    5'b01000 : begin flags <= 2'b0; result = ~b ; end  
    5'b01001: begin flags <= 2'b0; result = b; end  
    5'b01010: begin flags <= 2'b0; result = a << b; end  
    5'b01011: begin flags <= 2'b0; result = a>> b; end   
    5'b01100: begin flags <= 2'b0; result = a >>> b; end  
    default : begin flags <= 2'b0; result = result; end
    endcase
end
endmodule
module branch_unit(EQ_flag,GT_flag,isBgt,isBeq,isUbranch,isBranchtaken);
input EQ_flag,GT_flag,isBgt,isBeq,isUbranch;
output isBranchtaken;
wire w1,w2;
and a1(w1,EQ_flag,isBeq);
and a2(w2,GT_flag,isBgt);
or o1(isBranchtaken,w1,w2,isUbranch);
endmodule
module execute_cycle(clk,flag_D_in,rst,flags_out_D,add_stall,memory_data_out,memory_unit_data,data_RW_E,data_M_E,forwardA_E,forwardB_E,forwardA,RS1_E,RS2_E,RD_E,ra_E,pc_E,branch_target_E,b_E,a_E,rd2_E,instruction_E,isRet_E,isSt_E,isWb_E,isImmediate_E,isBeq_E,isBgt_E,isUbranch_E,isLd_E,isCall_E,isIret_E,alusignals_E,isbranchtaken_E,pc_branch_E,pc_M,alu_result_M,rd2_M,instruction_M,isRet_M,isSt_M,isWb_M,isImmediate_M,isBeq_M,isBgt_M,isUbranch_M,isLd_M,isCall_M,alusignals_M,RS1_M,RS2_M,RD_M,ra_M);
input clk,rst;
input [31:0]data_RW_E,data_M_E;
input [1:0]forwardA_E,forwardB_E;
input [1:0]forwardA;
input add_stall;
input [1:0]flag_D_in;
input [31:0]memory_unit_data,memory_data_out;
input [3:0]RS1_E,RS2_E,RD_E,ra_E;
input  [31:0]pc_E,branch_target_E,b_E,a_E,rd2_E,instruction_E;
input  isRet_E,isSt_E,isWb_E,isImmediate_E,isBeq_E,isBgt_E,isUbranch_E,isLd_E,isCall_E,isIret_E;
input  [4:0]alusignals_E;
output isbranchtaken_E;
output [31:0]pc_branch_E;
output  [31:0]pc_M,alu_result_M,rd2_M,instruction_M;
output  isRet_M,isSt_M,isWb_M,isImmediate_M,isBeq_M,isBgt_M,isUbranch_M,isLd_M,isCall_M;
output  [4:0]alusignals_M;
output [3:0]RS1_M,RS2_M,RD_M,ra_M;
output [1:0]flags_out_D;
reg  [31:0]pc_e,alu_result_e,rd2_e,instruction_e;
reg  isRet_e,isSt_e,isWb_e,isImmediate_e,isBeq_e,isBgt_e,isUbranch_e,isLd_e,isCall_e;
reg  [4:0]alusignals_e;
reg [3:0]RS1_e,RS2_e,RD_e,ra_e;
wire [31:0]rd2_mux;
wire [31:0]aluresult_top;
wire [1:0]flags_top;
wire GT_flag_top,EQ_flag_top;
wire [31:0]a_alu_top,b_alu_top;
wire [31:0]sel_alu_mem;
assign sel_alu_mem = ((instruction_e[31:27] == 5'b01110) &(((instruction_e[25:22] == instruction_E[21:18]) | (instruction_e[25:22] == instruction_E[17:14])) & (isWb_E))) ? memory_data_out : data_M_E; 
mux2x1 m7(.x(branch_target_E),.z(a_E),.sel(isRet_E),.rst(rst),.y(pc_branch_E));
mux3x1_2sel m22(.x(a_E),.y(data_RW_E),.z(data_M_E),.sel(forwardA_E),.out(a_alu_top));  
mux3x1_2sel m23(.x(b_E),.y(data_RW_E),.z(data_M_E),.sel(forwardB_E),.out(b_alu_top));   
mux3x1_2sel m57(.x(rd2_E),.y(memory_unit_data),.z(data_M_E),.sel(forwardA),.out(rd2_mux));   
ALU alu(.a(a_alu_top),.b(b_alu_top),.alusignals(alusignals_E),.result(aluresult_top),.flags(flags_top));
flag f(.isCMP(alusignals_E),.flag_D_in(flag_D_in),.Iret(isIret_E),.flags_in(flags_top),.GT_flag(GT_flag_top),.EQ_flag(EQ_flag_top));
branch_unit bu(.EQ_flag(EQ_flag_top),.GT_flag(GT_flag_top),.isBgt(isBgt_E),.isBeq(isBeq_E),.isUbranch(isUbranch_E),.isBranchtaken(isbranchtaken_E));
assign flags_out_D = flags_top;
always @(posedge clk)
begin
    if(rst)
    begin
    pc_e <=32'b0;
    alu_result_e <= 32'b0;
    rd2_e <= 32'b0; 
    instruction_e <= 32'b01101000000000000000000000000000;
    isRet_e <= 1'b0;
    isSt_e <= 1'b0;
    isWb_e <= 1'b0;
    isImmediate_e <= 1'b0;
    isBeq_e <= 1'b0;
    isBgt_e <= 1'b0;
    isUbranch_e <=1'b0;
    isLd_e <= 1'b0;
    isCall_e <= 1'b0;
    alusignals_e <=5'b0;
    RS1_e <= 4'bx;
    RS2_e <= 4'bx;
    RD_e <= 4'bx;
    ra_e <= 4'bx;
    end
    else
    begin
    pc_e <=pc_E;
    alu_result_e <= aluresult_top ;
    rd2_e <= rd2_mux; 
    instruction_e <= instruction_E;
    isRet_e <= isRet_E;
    isSt_e <= isSt_E;
    isWb_e <= isWb_E;
    isImmediate_e <= isImmediate_E;
    isBeq_e <= isBeq_E;
    isBgt_e <=isBgt_E;
    isUbranch_e <= isUbranch_E;
    isLd_e <= isLd_E;
    isCall_e <= isCall_E;
    alusignals_e <= alusignals_E;
    RS1_e <= RS1_E ;
    RS2_e <= RS2_E;
    RD_e <= RD_E;
    ra_e <= ra_E;
    end
end
assign   pc_M = pc_e;
assign   alu_result_M = alu_result_e;
assign    rd2_M = rd2_e;
assign    instruction_M = instruction_e;
assign    isRet_M = isRet_e;
assign    isSt_M=isSt_e;
assign    isWb_M = isWb_e;
assign    isImmediate_M = isImmediate_e;
assign    isBeq_M = isBeq_e;
assign   isBgt_M = isBgt_e;
assign    isUbranch_M =isUbranch_e;
assign   isLd_M = isLd_e;
assign    isCall_M = isCall_e;
assign   alusignals_M =alusignals_e;
assign  RS1_M = RS1_e;
assign  RS2_M = RS2_e;
assign  RD_M = RD_e;
assign  ra_M = ra_e;
endmodule
module flag(isCMP,flag_D_in,Iret,flags_in,GT_flag,EQ_flag);
input [1:0]flags_in;
input [4:0]isCMP;
input Iret;
input [1:0]flag_D_in;
output reg GT_flag;
output reg EQ_flag;
always @(*)
begin
    if(isCMP == 5'b00101)
    begin
         GT_flag <= flags_in[1] ;
         EQ_flag <= flags_in[0];
    end
    else if(Iret)
    begin
        GT_flag <= flag_D_in[1] ;
         EQ_flag <= flag_D_in[0];
    end
    else
    begin
        GT_flag <= GT_flag ;  
        EQ_flag <= EQ_flag;   
    end
end
 endmodule 
module mux2x1(x,z,sel,rst,y );
input [31:0]x,z;
input sel,rst;
output [31:0]y;
assign y = ( rst )? 0 : 
            (sel == 0)? x : z;  
endmodule
module mux3x1_2sel(x,y,z,sel,out);
input [31:0]x,y,z;
input [1:0]sel;
output [31:0]out;
assign out = (sel == 2'b00) ? x : (sel == 2'b01) ? y : (sel == 2'b10) ? z : 32'b0 ; 
endmodule
```
**config.mk**
```make
export PLATFORM = sky130hd
export DESIGN_NAME = execute_cycle
export DESIGN_NICKNAME = execute_cycle
export VERILOG_FILES = /design/flow/design.v
export SDC_FILE = /design/flow/constraint.sdc
export NUM_CORES = 4
export LEC_CHECK = 1
export CORE_UTILIZATION = 40
```
**constraint.sdc**
```tcl
current_design execute_cycle

set clk_period 4.0
set clk_io_pct 0.2

create_clock -name clk0 -period $clk_period [get_ports {clk}]

set non_clock_inputs [all_inputs -no_clocks]
set_input_delay [expr $clk_period * $clk_io_pct] -clock clk0 $non_clock_inputs
set_output_delay [expr $clk_period * $clk_io_pct] -clock clk0 [all_outputs]
```
**run.sh**
```bash
#!/bin/bash
# OpenROAD 26Q1-2900-gdf79404cd8, Yosys 0.63+post, stock flow scripts
make -C /OpenROAD-flow-scripts/flow DESIGN_CONFIG=/design/flow/config.mk WORK_HOME=/design/flow/orfs finish
```
==> metrics.csv <==
stage;metric;value;unit
placed_design;Post-DP Area;70400;sq um
floorplanning;io pins;555;
synthesis;Top FF cell, synth;dfxtp_1;
worst_setup_path;slowest stage delay, CP;0.51;ns
synthesis;yosys cell count;8510;
synthesis;syn avg cell area;7.31;sq um
clocking;TritonCTS clock tree;built;
routing;DR vias;67424;
final_timing;final critical-path required period;3.61;ns
final_timing;RSZ-0062 raised after global routing;false;
worst_setup_path;slowest cell on the critical path;mux2i_1;
synthesis;Mapped Cells;8510;
synthesis;Async SR Flop Fraction;0;%
cells_and_area;most frequent logic cells in the routed design;1043 x nand2_1, 861 x nor2_1, 750 x ha_1;
placed_design;placer congestion estimate;1.07;
routing;wire per inst;29.6;um
global_route;GRT Total Usage;41.9;%
synthesis;post-synthesis cell area;62200;sq um
floorplanning;chip area;157000;sq um
worst_setup_path;CP Data Arrival Time;2.81;ns
power_and_ir_drop;Pwr Total;50.8;mW
final_timing;Slew HR;27.8;%
synthesis;cell type with the largest total area;ha_1;
final_timing;fin crit share;90.3;%
routing;antenna violation net count after detailed routing;0;
clocking;htree depth;4;
floorplanning;die height;396;um
power_and_ir_drop;Static Leak;32.2;nW
clocking;Clock Tree Buf Depth;2;
routing;Initial DRT Pass Iterations;26;
global_route;initial antenna violation count;21;
placed_design;PortBufs;521;
cells_and_area;Layout Cells excl Fill;10945;
routing;final WL;324000;um
power_and_ir_drop;Pwr Density;716;nW/um^2
global_route;first-pass GRT wire length;462000;um
clocking;Num CTS Buffers;17;
final_timing;register pins left without a clock;36;
placed_design;Post-DP HPWL;258000;um
min_path;hold crit path type;primary input to register;
worst_setup_path;most used cell, CP;buf_4;
power_and_ir_drop;maximum vdd drop;0.935;mV
global_route;largest net degree at the start of global routing;87;
worst_setup_path;CP Launch Type;primary input;
cells_and_area;Syn-to-layout area delta;14.2;%
synthesis;Main area contributors;ha_1 15%, fa_1 13%, nand2_1 6.3%;
floorplanning;placeable core area;154000;sq um
placed_design;Inst Count DP;10896;
final_timing;Final Hold Vio Count;0;
synthesis;yosys stat area;62200;sq um
final_timing;endpoints left unconstrained;38;
clocking;Clock transition at path regs;0.09;ns
worst_setup_path;crit-path max FO;13;
routing;DRC;0;
final_timing;Setup TNS Final;0;ns
synthesis;distinct lib cells;118;
clocking;cts hold-fix bufs;0;
clocking;Setup Fix Bufs, Post-CTS;0;
final_timing;Fmax;277;MHz
floorplanning;Cell Rows;144;
worst_setup_path;Worst Path Required;3.20;ns
clocking;Resize count post-CTS;0;
clocking;Root Buffer;clkbuf_16;
synthesis;ys flops;194;
final_timing;fin. max-slew vios;0;
worst_setup_path;critical path cell sequence;buf_2, buf_4, mux2i_1, buf_4, nor2_1, clkdlybuf4s50_1;
synthesis;Dominant cell area share;15.1;%
run;max-cap violations;0;
run;tool warnings;126;
floorplanning;Init Core Util;40.3;%
synthesis;flip-flops with a built-in enable;0;
final_timing;Worst-Margin Slew;1.07;ns
global_route;vias in the first global route;64253;
routing;vias per cell;6.16;
floorplanning;Die Wd;396;um
cells_and_area;most numerous logic cell after layout;nand2_1;
final_timing;Final setup viols;0;
routing;DRT iter0 DRCs;6481;
synthesis;synth warn;3;
run_status;status;finished clean;
worst_setup_path;CP Class;primary input to output pin;
cells_and_area;proportion of layout cells with a drive suffix above 1;6.40;%
global_route;GRT Residual Overflow;0;
cells_and_area;post-route cell area;71000;sq um
worst_setup_path;critical path endpoint category;output pin;
==> registers in the layout, summed over array words and instances, names as in the netlist, 2 cells and up <==
signal         flops
rd2_e             32
alu.flags          2
RS1_e              4
alu.result        32
alusignals_e       5
pc_e              32
RD_e               4
alu_result_e      32
ra_e               4
instruction_e     32
RS2_e              4
==> worst max-delay path, delay by kind of cell <==
family / cells / cell delay, ns
multiplexers: 1 / 0.51
buffers and inverters: 4 / 1.40
AND/OR/NAND/NOR: 1 / 0.07
==> cell families after synthesis <==
group | after synthesis | share of synthesized area (%)
AND/OR/NAND/NOR | 2927 | 21.5
AND-OR/OR-AND | 2383 | 26.3
adder cells (fa/ha/maj) | 1161 | 28.3
buffers and inverters | 1114 | 6.90
XOR/XNOR | 485 | 6.83
multiplexers | 246 | 4.17
flip-flops | 158 | 5.09
latches | 36 | 0.869
==> per-stage QoR <==
step | worst slack, ns | hold WS, ns | utilization [%]
floorplan | 1.44 | 0.828 | -
global placement | 0.454 | 1.25 | 45.6
detailed placement | 0.418 | 1.25 | 45.6
CTS | 0.416 | 0.662 | 46.0
global route | 0.387 | 0.680 | 46.0
finish | 0.388 | 0.695 | 46.0
==> synth_stat cells (46+ instances only) <==
| cell type | count |
|---|---|
| a211oi_1 | 80 |
| o21bai_1 | 59 |
| a21o_1 | 217 |
| o221ai_1 | 50 |
| nor3_1 | 185 |
| xor2_1 | 173 |
| ha_1 | 750 |
| nor2_1 | 863 |
| dfxtp_1 | 158 |
| fa_1 | 411 |
| o21a_1 | 140 |
| or2_2 | 49 |
| mux2_2 | 64 |
| clkbuf_1 | 284 |
| nand2b_1 | 63 |
| or3_1 | 61 |
| nor2b_1 | 178 |
| o21ai_0 | 380 |
| a31oi_1 | 99 |
| o31ai_1 | 46 |
| o211ai_1 | 80 |
| nand3_1 | 168 |
| mux2i_1 | 178 |
| and3_1 | 63 |
| nand4_1 | 66 |
| xnor2_1 | 312 |
| and2_1 | 52 |
| buf_1 | 67 |
| a21oi_1 | 618 |
| inv_1 | 691 |
| nand2_1 | 1043 |
==> area by class of cell <==
type / instances / area, sq um
tap: 2044 / 2560
sequential: 194 / 3700
timing repair buffer: 734 / 6790
inverter: 722 / 2720
fill: 15608 / 83200
antenna: 17 / 42.5
clock buffer: 17 / 425
clock inverter: 15 / 173
multi-input combinational: 7202 / 54600
==> power breakdown <==
part / total [mW] / internal [mW] / switching, mW
Sequential: 1.86 / 1.79 / 0.0728
Combinational: 47.2 / 18.2 / 29.0
Clock: 1.83 / 0.938 / 0.888
==> routing by layer <==
layer,track usage [%],share of wire [%],up-vias,wire length [um]
met3,13.1,11,616,34800
met2,60.9,42,3251,137000
met1,57.5,42,32664,135000
li1,-,-,30872,-
met5,1.91,0.10,-,337
met4,18.0,5.3,21,17100
==> worst paths after layout <==
path	cells past startpoint	endpoint	startpoint	slack, ns
worst max-delay path	6	pc_branch_E[29]	isRet_E	0.39
worst min-delay path	1	RS2_e[2]	RS2_E[2]	0.70
Power and IR drop assume default switching activity.
